**./config.mk**
```make
export PLATFORM = sky130hd
export DESIGN_NAME = hex_decoder
export DESIGN_NICKNAME = hex_decoder
export VERILOG_FILES = /design/flow/design.v
export SDC_FILE = /design/flow/constraint.sdc
export NUM_CORES = 4
export LEC_CHECK = 1
export CORE_AREA = 10 10 70 70
export DIE_AREA = 0 0 80 80
```
**./constraint.sdc**
```tcl
current_design hex_decoder

set clk_period 1.2
set clk_io_pct 0.2

create_clock -name clk0 -period $clk_period

set non_clock_inputs [all_inputs -no_clocks]
set_input_delay [expr $clk_period * $clk_io_pct] -clock clk0 $non_clock_inputs
set_output_delay [expr $clk_period * $clk_io_pct] -clock clk0 [all_outputs]
```
**./design.v**
```verilog
`timescale 1ns / 1ns
module hex_decoder(c, display);
input [3:0]c;
output [6:0]display;
assign display[6] = ~((c[0]|c[1]|c[2]|c[3]) & (~c[0]|c[1]|c[2]|c[3]) & (~c[0]|~c[1]|~c[2]|c[3]) & (c[0]|c[1]|~c[2]|~c[3]));
assign display[5] = ~((~c[0]|c[1]|c[2]|c[3]) & (c[0]|~c[1]|c[2]|c[3]) & (~c[0]|~c[1]|c[2]|c[3]) & (~c[0]|~c[1]|~c[2]|c[3]) & (~c[0]|c[1]|~c[2]|~c[3]));
assign display[4] = ~((~c[0]|c[1]|c[2]|c[3]) & (~c[0]|~c[1]|c[2]|c[3]) & (c[0]|c[1]|~c[2]|c[3]) & (~c[0]|c[1]|~c[2]|c[3]) & (~c[0]|~c[1]|~c[2]|c[3]) & (~c[0]|c[1]|c[2]|~c[3]));
assign display[3] = ~((~c[0]|c[1]|c[2]|c[3]) & (c[0]|c[1]|~c[2]|c[3]) & (~c[0]|~c[1]|~c[2]|c[3]) & (c[0]|~c[1]|c[2]|~c[3]) & (~c[0]|~c[1]|~c[2]|~c[3]));
assign display[2] = ~((c[0]|~c[1]|c[2]|c[3]) & (c[0]|c[1]|~c[2]|~c[3]) & (c[0]|~c[1]|~c[2]|~c[3]) & (~c[0]|~c[1]|~c[2]|~c[3]));
assign display[1] = ~((~c[0]|c[1]|~c[2]|c[3]) & (c[0]|~c[1]|~c[2]|c[3]) & (~c[0]|~c[1]|c[2]|~c[3]) & (c[0]|c[1]|~c[2]|~c[3]) & (c[0]|~c[1]|~c[2]|~c[3]) & (~c[0]|~c[1]|~c[2]|~c[3]));
assign display[0] = ~((~c[0]|c[1]|c[2]|c[3]) & (c[0]|c[1]|~c[2]|c[3]) & (~c[0]|~c[1]|c[2]|~c[3]) & (~c[0]|c[1]|~c[2]|~c[3]));
endmodule
```
**./run.sh**
```bash
#!/bin/bash
# OpenROAD 26Q1-2900-gdf79404cd8, Yosys 0.63+post, stock flow scripts
make -C /OpenROAD-flow-scripts/flow DESIGN_CONFIG=/design/flow/config.mk WORK_HOME=/design/flow/orfs finish
```
==> ci_impl_report.md <==
### Yosys + OpenROAD results

| Metric | Value |
|---|---|
| Mapped cell area | 205 um^2 |
| Vias in the first global route | 310 |
| Hpwl dp | 623 um |
| Buf+Inv Stages, Crit Path | 4 |
| Worst setup EP type | primary output |
| GRT Total Usage | 0.0277 |
| Shortest period the worst path allows | 1290 ps |
| Pin count of the biggest net entering global routing | 10 |
| First-pass GRT wire length | 1500 um |
| CP arrival | 1050 ps |
| Status | finished, violations left |
| Pwr per Cell Area | 345 nW/um^2 |
| Worst path max stage delay | 150 ps |
| Crit-path cells | buf_6 > buf_6 > buf_6 > and3_4 > a31oi_1 > o31ai_1 > buf_2 |
| Tool warnings | 34 |
| Registers | 0 |
| I/O pin total | 11 |
| Fill cells | 386 |
| Top area cell types | buf_6 16%, o31ai_1 11%, a31oi_1 6.1% |
| Hold bufs inserted after CTS | 0 |
| Yosys stat cell total | 32 |
| Post-route setup slack | -89.1 ps |
| Crit path DRT | 960 ps |
| Worst Setup Start Kind | primary input |
| Final Wtd Congestion | 0.691 |
| Distinct lib cells used | 20 |
| Pre-CTS WS | -825 ps |
| Post-layout util | 0.158 |
| Chip area | 6400 um^2 |
| YS chip area | 205 um^2 |
| Max transition margin | 0.875 |
| Pre-Place Util | 0.0601 |
| Number of DRC violations after detailed routing | 0 |
| MI comb area | 245 um^2 |
| Post-synth top area cell | buf_6 |
| Width of the die | 80 um |
| Seq/Total Area, Yosys | 0 |
| Rows | 21 |
| Leak pwr | 0.232 nW |
| Fmax achieved | 776 MHz |
| Initial drt markers | 18 |
| Fin. Hold Viols | 0 |
| ANT nets after route | 0 |
| Critical path's top delay family | buffers and inverters |
| Layout cells sized above 1 | 0.778 |
| Die Height | 80 um |
| Area leader share | 0.165 |
| Total wire length | 960 um |
| Final setup viols | 5 |
| Worst-Margin Slew | 186 ps |
| Clkbuf count | 0 |
| Iteration tally of the first detailed-router pass | 4 |
| # diodes | 0 |
| Max-cap violations | 0 |
| PortBufs | 11 |
| Type of the most critical hold path | primary input to primary output |
| Peak supply drop | 0.0000657 V |
| Slew Viols, Final | 0 |
| Worst path most repeated cell | buf_6 |
| Grt total ovfl | 0 |
| Drt wl/cell | 9.60 um |
| Synth Instances | 32 |
| Setup Crit Path Kind | primary input to primary output |
| Core ar. | 3420 um^2 |
| Initial antenna violation count | 0 |
| Syn-to-layout area delta | 163% |
| Via/cell ratio | 3.27 |
| Failing checks | setup timing |
| Post-route clock period utilization | 1.07 |
| Critical Path Fanout Max | 5 |
| RSZ-0062 raised after global routing | true |
| Vias | 327 |
| Ys Warns | 0 |
| Critical-path top delay cell | and3_4 |
| Avg Cell Area, Syn | 6.41 um^2 |
| Reg area | 0 um^2 |
## where the power goes
part           leakage, nW  switching [W]  internal (W)  total [W]
Clock                    0              0             0          0
Combinational        0.232      0.0000791      0.000107   0.000186
Sequential               0              0             0          0
## tightest hold or removal path, delay by kind of cell
kind	cells	cell delay [ps]
AOI/OAI and AO/OA	1	70
buffers and inverters	2	230
## cells by family after synthesis
logic type | share of synthesized area
AND-OR/OR-AND | 0.408
AND/OR/NAND/NOR | 0.268
buffers and inverters | 0.238
XOR/XNOR | 0.0854
## placed cells by master, fill, tap and decap left out
master	synthesis	final
xnor2_2	0	1
inv_4	0	1
o31ai_2	0	1
nand2_2	0	1
o21a_1	1	1
buf_2	0	7
buf_4	1	7
and3_4	0	1
o22ai_4	0	1
nand2_1	3	2
nand2b_4	0	2
a31oi_2	0	1
o21ai_1	1	1
o21ai_2	0	2
nand3_2	0	1
a21oi_2	0	1
nor2_2	0	1
buf_8	0	1
inv_1	2	1
a31oi_1	2	1
a22o_1	1	1
o31ai_1	3	2
nand3_1	2	1
xor2_1	1	1
o22ai_2	0	1
nor2_1	2	1
nor3_4	0	1
buf_6	3	11
## Yosys cell counts
cell,n
a21oi_1,1
a22o_1,1
a31oi_1,2
and3_1,1
buf_4,1
buf_6,3
inv_1,2
nand2_1,3
nand2b_1,1
nand2b_2,1
nand3_1,2
nor2_1,2
nor3_1,1
o21a_1,1
o21ai_0,2
o21ai_1,1
o22ai_1,2
o31ai_1,3
xnor2_1,1
xor2_1,1
## repair_timing
item,in CTS,in global routing
cloned,1,0
setup buffers,4,4
pin swaps,7,6
endpoints found under the setup margin,7,5
gates resized,60,15
## worst paths after layout
kind                     end  depth (start not counted)  start  slack, ps
setup / recovery  display[3]                          7   c[2]        -90
hold / removal    display[6]                          3   c[3]        790
## through the flow
stage	power [W]	instance area, um^2	TNS, ps	hold slack [ps]	std cells
floorplan	0.0000605	205	0	514	32
global placement	0.000131	384	-5480	1550	92
detailed placement	0.000131	384	-5560	1540	92
CTS	0.000151	452	-225	780	97
global route	0.000203	539	-515	811	100
finish	0.000186	539	-214	786	100
## routing by layer
| metal | track usage | vias to the layer above | share of wire |
|---|---|---|---|
| met4 | 0 | 0 | 0 |
| li1 | - | 160 | - |
| met3 | 0.0148 | 0 | 0.16 |
| met1 | 0.0389 | 155 | 0.43 |
| met2 | 0.0385 | 12 | 0.41 |
| met5 | 0 | - | 0 |
## area by class of cell
type / count / share of cell area
tap: 46 / 0.107
inverter: 2 / 0.0186
multi-input combinational: 26 / 0.455
timing repair buffer: 26 / 0.420
Power is estimated from default activity; no workload was simulated.
