==> flow/design.v <==
`timescale 1ns / 1ns
module FullAdder(x, y, Ci, S, Co);
input x, y, Ci;
output S, Co;
assign S = Ci ^ x ^ y;
assign Co = (x & y)|(x & Ci)|(y & Ci);
endmodule
module part2(a, b, c_in, s, c_out);
input [3:0]a, b;
input c_in;
output [3:0]s, c_out;
FullAdder bit0(a[0], b[0], c_in, s[0], c_out[0]);
FullAdder bit1(a[1], b[1], c_out[0], s[1], c_out[1]);
FullAdder bit2(a[2], b[2], c_out[1], s[2], c_out[2]);
FullAdder bit3(a[3], b[3], c_out[2], s[3], c_out[3]);
endmodule
==> flow/run.sh <==
#!/bin/bash
# OpenROAD 26Q1-2900-gdf79404cd8, Yosys 0.63+post, stock flow scripts
make -C /OpenROAD-flow-scripts/flow DESIGN_CONFIG=/design/flow/config.mk WORK_HOME=/design/flow/orfs finish
==> flow/config.mk <==
export PLATFORM = sky130hd
export DESIGN_NAME = part2
export DESIGN_NICKNAME = part2
export VERILOG_FILES = /design/flow/design.v
export SDC_FILE = /design/flow/constraint.sdc
export NUM_CORES = 4
export LEC_CHECK = 1
export CORE_AREA = 10 10 70 70
export DIE_AREA = 0 0 80 80
==> flow/constraint.sdc <==
current_design part2

set clk_period 5.1
set clk_io_pct 0.2

create_clock -name clk0 -period $clk_period

set non_clock_inputs [all_inputs -no_clocks]
set_input_delay [expr $clk_period * $clk_io_pct] -clock clk0 $non_clock_inputs
set_output_delay [expr $clk_period * $clk_io_pct] -clock clk0 [all_outputs]
==> results_dict.tcl <==
# yosys + openroad results
set metrics [dict create \
    tns_ps 0 \
    cp_max_fo 3 \
    tightest_slew_ps 130 \
    yosys_warnings 0 \
    place_congestion 0.796 \
    hold_path_class "input pin to output pin" \
    antenna_found_initial 0 \
    crit_arrival_ps 3350 \
    synthesis.instances 18 \
    portBuffers 17 \
    final_layout_size_suffix_gt1_share_pct 0 \
    grt_pass1_vias 138 \
    period_used_pct 85.7 \
    hold_viol_final 0 \
    grt_start_max_net_pins 4 \
    cp-end-kind "output pin" \
    fmax_ghz 0.229 \
    rsz0062_at_grt "no" \
    vias_per_cell 1.78 \
    post_cts_buffers 0 \
    ir_worst_vdd_uv 32.4 \
    syn_to_final_growth_pct 97.1 \
    report.final.slew_viol_count 0 \
    num_vias 130 \
    drtPass1Iterations 1 \
    ant_nets 0 \
    regArea_um2 0 \
    post-dp-hpwl_um 453 \
    ys_cells 18 \
    ys_area_um2 173 \
    instances_no_fill 73 \
    critical_path.cell_chain "clkdlybuf4s50_1 -> inv_1 -> fa_1 -> inv_1 -> fa_1 -> fa_1 -> maj3_1 -> clkdlybuf4s50_1" \
    hold_buffers 0 \
    num_antenna_cells 0 \
    fp_util_pct 5.05 \
    flops 0 \
    die_x_um 80 \
    nClkBuffers 0 \
    syn_area_per_cell_um2 9.59 \
    cts_resized 0 \
    grt_pass1_wl_um 662 \
    numPlacedInstances 73 \
    min_to "s[0]" \
    whs_path_depth 5 \
    crit_type "input pin to output pin" \
    overflow 0 \
    status "completed" \
    drv_cap 0 \
    synth_cell_type_count 5 \
    comb_area_um2 93.8 \
    drt_wl_total_um 465 \
    drt_iter0_drc 0 \
    grt_use_total_pct 1.32 \
    wire_per_inst_um 6.37 \
    cp_data_required_time_ps 4080 \
    max_stage_delay_ps 440 \
    ios 17 \
    p_leak_uw 0.000132 \
    syn_area_um2 173 \
    ys_seq_share_pct 0 \
    cp-start-kind "input pin" \
    slowest_stage "fa_1" \
    row_count 21 \
    hp-start "c_in" \
    crit_top_cell "fa_1" \
    setup_violations 0 \
    drcViolationCount 0 \
    n_fill_cell 403 \
    p_per_area_nw_per_um2 96.4 \
    die_area_um2 6400 \
    finalCriticalPeriod_ps 4370 \
    core_um2 3420 \
    die_h_um 80 \
    max_slew_margin_pct 91.3 \
    warning_count 32 \
]
## cell usage after synthesis, drive strengths merged
cell type	instances	area share (%)
inv	5	11
fa	3	35
buf	8	35
maj3	1	5.8
xor3	1	14
## power breakdown
group	switching, µW	internal (µW)
Combinational	7.65	25.2
Clock	0	0
Sequential	0	0
Total	7.65	25.2
## worst max path at each step
stage     start       end  slack, ps  cells after the start
6_report   a[0]  c_out[3]        730                      8
5_1_grt    a[0]  c_out[3]        580                      8
4_1_cts    a[0]  c_out[3]        690                      8
## cells in the final DEF (no fill, tap or decap), drive strengths merged
master         instances
xor3                   1
inv                    5
fa                     3
clkdlybuf4s50         17
maj3                   1
## through the flow
stage          power (µW)  cell area (µm²)  util [%]  worst slack (ps)  hold slack, ps
2_1_floorplan        18.4              173         -              1510            2250
3_3_place_gp         33.9              340      9.96               714            3090
3_5_place_dp         34.0              340      9.96               697            3080
4_1_cts              34.2              340      9.96               685            3090
5_1_grt              37.1              340      9.96               582            3110
6_report             32.8              340      9.96               731            3080
## routing by layer
layer  global-route usage, %  share of wire, %
met1                    1.87                52
met2                    1.28                16
met3                    1.48                32
met4                       0                 0
met5                       0                 0
## kinds of logic (layout without fill, tap and decap cells)
family | Yosys count | in the layout | synth area share, %
adder cells (fa/ha/maj) | 4 | 4 | 40.6
XOR/XNOR | 1 | 1 | 13.8
buffers and inverters | 13 | 22 | 45.7
## cell type report
type	count	share of cell area, %
inverters	5	5.51
multi-input cells	5	27.6
well taps	46	16.9
repair buffers	17	50.0
## critical path: cells and delay by family
family,cells,cell delay [ps]
buffers and inverters,4,950
adder cells (fa/ha/maj),4,1380
Power is estimated from default activity; no workload was simulated.
